===== run.sh =====
#!/bin/bash
# OpenROAD 26Q1-2900-gdf79404cd8, Yosys 0.63+post, stock flow scripts
make -C /OpenROAD-flow-scripts/flow DESIGN_CONFIG=/design/flow/config.mk WORK_HOME=/design/flow/orfs finish

===== config.mk =====
export PLATFORM = sky130hd
export DESIGN_NAME = game_logic
export DESIGN_NICKNAME = game_logic
export VERILOG_FILES = /design/flow/design.v
export SDC_FILE = /design/flow/constraint.sdc
export NUM_CORES = 4
export LEC_CHECK = 1
export CORE_UTILIZATION = 30

===== constraint.sdc =====
current_design game_logic

set clk_period 14.0
set clk_io_pct 0.2

create_clock -name clk0 -period $clk_period [get_ports {update_clk}]
create_clock -name clk1 -period $clk_period [get_ports {vga_clk}]

set non_clock_inputs [all_inputs -no_clocks]
set_input_delay [expr $clk_period * $clk_io_pct] -clock clk0 $non_clock_inputs
set_output_delay [expr $clk_period * $clk_io_pct] -clock clk0 [all_outputs]

===== design.v =====
module game_logic (
	input logic vga_clk,
	input logic update_clk,
	input logic reset,
	input logic [1:0] direction,
	input logic [9:0] x_in,
	input logic [8:0] y_in,
	input logic [11:0] count,
	output logic [1:0] pic_type,
	output logic game_over,
	output logic game_win,
	output logic [7:0] gift_count,
	input logic sw_i
);
	logic [5:0] curr_x;
	logic [5:0] curr_y;
	logic [5:0] grinch_x;
	logic [5:0] grinch_y;
	logic [5:0] gift_x;
	logic [5:0] gift_y;
	logic is_wall;
	logic [11:0] walls [0:127];
	logic [5:0] num_x;
	logic [5:0] num_y;
	initial begin	
		gift_x <= 20;
		gift_y <= 20;
		grinch_x <= 10;
		grinch_y <= 10;
		gift_count <= 0;
		game_win <= 0;
		game_over <= 0;
	end
	assign curr_x = (x_in / 16);
	assign curr_y = (y_in / 16);
	always @(posedge vga_clk) begin
		num_x <= count % 36;
		num_y <= count % 26;
		if (curr_x == grinch_x && curr_y == grinch_y) begin
			pic_type <= 2'b01;
		end
		else if (curr_x == gift_x && curr_y == gift_y) begin
			pic_type <= 2'b00;
		end
		else if (is_wall) begin
			pic_type <= 2'b10;
		end
		else pic_type <= 2'b11;
	end
	always @(posedge vga_clk or negedge reset) begin 
		integer i;
		if (~reset) begin
			game_over = 0;
		end
		else begin
			is_wall = 0;
			for (i = 0; i < 128; i = i + 1) begin
				if (i < gift_count) begin 
					if (sw_i) begin
						if (walls[i] == {num_x, num_y}) begin
							is_wall = 1;
						end	
					end
					else begin
						if (walls[i] == {curr_x, curr_y}) begin
							is_wall = 1;
						end
					end
					if (walls[i] == {grinch_x, grinch_y} | game_win) begin
						game_over = 1;
					end
				end
			end
		end
	end
	always @(posedge update_clk or negedge reset) begin
		if (~reset) begin
			grinch_x <= 16;
			grinch_y <= 16;
		end
		else begin 
			if (~game_over) begin
				case (direction)
					2'b00: begin 
						grinch_x <= (grinch_x == 0) ? 39 : grinch_x - 1;
					end
					2'b01: begin 
						grinch_y <= (grinch_y == 0) ? 29 : grinch_y - 1;
					end
					2'b10: begin 
						grinch_x <= (grinch_x == 39) ? 0 : grinch_x + 1;
					end
					2'b11: begin 
						grinch_y <= (grinch_y == 29) ? 0 : grinch_y + 1;
					end
				endcase
			end
		end
	end
	always @(posedge update_clk or negedge reset) begin
		if (~reset) begin
			gift_x = 20;
			gift_y = 20;
			gift_count <= 0;
		end
		else begin 
			if (grinch_x == gift_x && grinch_y == gift_y) begin
				if (gift_count < 128) begin
					walls[gift_count] <= {grinch_x, grinch_y};
					gift_count <= gift_count + 1;
				end
				if (sw_i) begin
					if (~is_wall) begin
						gift_x <= count % 36;
						gift_y <= count % 26;
					end
				end
				else begin
					if (~is_wall) begin
						gift_x <= num_x;
						gift_y <= num_y;
					end
				end
			end
		end
	end
	always @(posedge update_clk or negedge reset) begin
		if (~reset) begin
			game_win <= 0;
		end
		else if (gift_count == 10) begin
			game_win <= 1;
		end
	end
endmodule

==> results.txt <==
Implementation results are summarized by area below.

Worst hold path
The sink of the worst hold path is gift_y[3]$_DFFE_PN0P_. The worst min-delay path category is reg2reg. The worst hold path begins at num_y[3]$_DFF_P_. Along the worst hold path, the cell count comes to 3.

Floorplan
The core region is about 300,000 µm². The number of placed I/O pins is roughly 49. The width of the die is 548 µm.

The area of the die is ~300,000 µm². The height of the chip is about 550 µm. The floorplan has around 200 rows. The share of the core filled by cells before placement is 30.1%.

Drt
The script logs the mean routed wire length per placed instance as between 20 and 30 µm. Wires add up to between 300,000 and 400,000 µm. The first TritonRoute pass finished after 6 iterations. Per the log, the first TritonRoute iteration ended with a DRC count of a little under 4,000. After detailed routing, the number of vias per cell comes to ~5.2. The tally of nets with antenna violations remaining after routing is 0. Summing over every cut layer, the via total after detailed routing is 60,439. The number of remaining DRC errors is 0.

STA
Setup repair after global routing left no endpoint under its margin. The final max-slew violation count recorded for this run is 0. The final hold violation count recorded for this run is 0. Across the routed clock network, the largest skew measured is 0.0340 ns.

The setup-violating endpoint count in the final report is 0. Hold timing on the final database bottoms out at a slack of ~0.07 ns. The final layout reports a setup TNS of 0 ns. The pin closest to its max-slew limit shows a slew of ~1.1 ns. Per the slew report, the remaining headroom to the max-slew limit stands at 25.9%.

Synthesis
The number of cells reported by Yosys stat comes to between 7,000 and 8,000. The post-synthesis instance total is ~7,300. The synthesized netlist has a Yosys-reported chip area of 89,400 µm². The async set or reset register ratio after synthesis is 2.08%. The count of synthesis-stage warnings from yosys is 2.

Averaged over all synthesized cells, the footprint is 12.2 µm². Yosys reported a register bit count of roughly 1,600. Per Yosys stat, the portion of area used by sequential elements is between 50% and 60%. The tally of unique sky130hd cells used after synthesis is approximately 100. Counting flops with a built-in enable in the synthesized netlist gives about 1,500. Per the synth stats, the flop cell with the highest instance count is edfxtp_1.

The mapped cell area is between 80,000 and 90,000 µm².

GRT
The number of global-route vias before repair was between 60,000 and 70,000. The wire length of the first global-routing pass is about 440,000 µm. The initial antenna violation count was 8.

The residual overflow from global routing is 0. Entering global routing, the biggest net connects ~69 pins. The total routing resource utilization after global routing is a little over a fifth.

Placed design
The detailed placement HPWL is 190,000 µm. The routability congestion estimate is about 0.98. Buffers placed on the I/O ports in this run total 39. Once placement finished, the instance area stood at between 90,000 and 100,000 µm².

Clock tree
The clock tree from TritonCTS is done. The number of hold buffers added after CTS was 3. The post-cts gate resize count is 0.

The count of clock tree sinks is between 1,500 and 2,000. On the reported timing paths, the clock transition at the registers reads 0.06 ns. Once the clock tree was built, the setup fixing pass inserted 0 buffers.

Power and ir drop
The power density over the cells is 162 nW/µm². The worst VDD IR drop from the latest analysis is around 0.00014 V. The power after layout is approximately 17,000 µW. Per the OpenROAD power report, leakage power amounts to ~0.032 µW.

Final layout
The finished layout cell area is ~100,000 µm². The synthesis-to-finish area growth is 14.2%. The share of cells above drive strength 1 is 9.46%.

The end-of-flow core utilization is between 30% and 40%.

Setup path
The required time at the endpoint of the critical path is about 14 ns. The timing report gives the worst reg2reg path a setup slack of around 7.6 ns. The report shows a maximum critical-path fanout of 25. The category of the worst setup path capture point is a flop.

STA shows the worst reg2reg path with a cell count of 13. The worst setup path category is in2reg. The worst setup path is launched from a primary input. The capturing point of the worst reg2reg path is game_over$_DFF_PN0_. The start of the worst register-to-register path is grinch_x[3]$_DFFE_PN0P_. According to the timing report, the arrival time at the worst endpoint equals approximately 10 ns.

Run
In this run the maximum-capacitance check reported violations numbering 0. The count of warning messages emitted by the tools is 44.

Outcome
The run finished with clean final reports.
## placed cells by master (no fill, tap or decap), types with 12 or more instances in the layout
cell / n
dfrtp_1: 16
nand2_1: 137
clkbuf_1: 40
buf_4: 383
a21oi_1: 123
nor2_1: 228
xor2_1: 1181
buf_12: 20
o211ai_1: 14
o2111ai_1: 15
clkbuf_16: 182
clkdlybuf4s50_1: 37
nor3_1: 108
o21ai_0: 93
clkinv_1: 44
nand3_1: 92
a22oi_1: 14
o22ai_1: 13
a2111oi_0: 27
ha_1: 15
dfxtp_1: 13
nand2b_1: 16
inv_1: 23
bufinv_16: 13
or3_1: 13
clkinv_2: 21
nor4_1: 440
xnor2_1: 1950
a31oi_1: 34
edfxtp_1: 1537
nand4_1: 489
o41ai_1: 12
## synthesized netlist by cell type (23+ instances only)
master / number / share of area (%)
a2111oi_0: 28 / 0.27
a21oi_1: 124 / 0.69
a31oi_1: 34 / 0.24
buf_1: 178 / 0.75
clkbuf_1: 256 / 1.1
dfrtp_1: 27 / 0.76
edfxtp_1: 1537 / 52
inv_1: 23 / 0.097
nand2_1: 138 / 0.58
nand3_1: 94 / 0.53
nand4_1: 489 / 3.4
nor2_1: 234 / 0.98
nor3_1: 110 / 0.62
nor4_1: 442 / 3.1
o21ai_0: 94 / 0.53
xnor2_1: 1950 / 19
xor2_1: 1181 / 12
## through the flow
stage	instances	setup slack [ns]
after global routing	11592	3.32
after global placement	11274	3.53
after CTS	11592	4.07
after floorplan	7345	5.88
after detailed placement	11274	3.60
final	11595	3.96
## worst max-delay path: stages
cell and delay, ns:
clkdlybuf4s50_1 0.86, nor2_1 0.81, nor2_1 0.10, ha_1 0.38, nand2_1 0.07, a22oi_1 0.16, a22oi_1 0.14, o21ai_1 0.62
mux2i_1 0.26, nor2_1 0.50, o211ai_1 0.46, or3_1 0.48, a311o_1 0.45, and2_4 0.26, o21ai_4 0.24, nor2_2 0.12
xnor2_1 0.30, ha_1 0.26, or4b_1 0.44, o311a_1 0.16, o221ai_1 0.19, o31ai_2 0.11
## flip-flops by register name, summed over array words and instances (netlist names)
register	flops
gift_count	8
grinch_y	6
gift_x	6
game_over	1
num_y	6
grinch_x	6
is_wall	1
game_win	1
gift_y	5
num_x	5
walls	1536
pic_type	2
## power breakdown
part           internal, µW  switching, µW  leakage [µW]
clock network          2620           1950       0.00271
logic                  2070           3900        0.0144
registers              5800            232        0.0144
## cells by family after synthesis
logic type,share of synthesized area [%]
compound gates,3.74
xor+xnor,30.7
fa+ha+maj,0.244
buf+inv,2.08
flops,52.9
mux,0.241
simple gates,10.1
## layout make-up
type	instances	area, µm²
fill	28170	194000
sequential	1583	47300
multi-input combinational	5282	40500
tap	3939	4930
clock buffer	222	4700
timing repair buffer	445	3690
clock inverter	93	875
inverter	28	105
antenna	3	7.51
## layer usage
| layer | GRT usage [%] | wire length, µm | vias to the layer above | part of all wire (%) |
|---|---|---|---|---|
| met3 | 14.5 | 47600 | 620 | 16 |
| met4 | 7.21 | 13000 | 22 | 4.3 |
| li1 | - | - | 26793 | - |
| met5 | 0.459 | 300 | - | 0.10 |
| met1 | 25.0 | 111000 | 29663 | 37 |
| met2 | 29.9 | 129000 | 3341 | 43 |
## worst max-delay path by stage
stage,slack (ns),startpoint,to
6_report,3.96,count[8],num_y[5]$_DFF_P_
5_1_grt,3.32,count[8],num_y[5]$_DFF_P_
4_1_cts,4.07,count[8],num_y[5]$_DFF_P_
Power and IR drop assume default switching activity.
