==> flow/design.v <==
module demo (
    input          btn_clk         ,   
    input          vga_clk         ,   
    input          arst_n          ,   
    input  [11:0]  joystick_data_x ,
    input  [11:0]  joystick_data_y ,
    input          js_button_a     ,
    input          js_button_b     ,
    input          js_button_c     ,
    input          js_button_d     ,
    input          js_button_f_d   ,
    input  [15:0]  accel_data_x    ,
    input  [15:0]  accel_data_y    ,
    input  [9:0]   col             ,
    input  [8:0]   row             , 
    input  [15:0]  rom_data        ,
    output [3:0]   red             ,   
    output [3:0]   green           ,   
    output [3:0]   blue            ,   
    input  [2:0]   SW              ,
    output [1:0]   demo_regime_status     
);
      wire         change_regime ;
      reg   [1:0]  regime_store  ;
      reg   [11:0] x_store_reg;
      reg   [11:0] y_store_reg;
      reg   [15:0] accel_x_store_reg;
      reg   [15:0] accel_y_store_reg;
      reg   [18:0] accel_counter;
      reg   [20:0] regime_counter;
      wire         regime_overflow;
      wire         accel_overflow;
      parameter    stick_width  = 4; 
      parameter    stick_height = 10; 
      reg          stick_active;
      reg          indicator;
      reg  [9:0]   stick_border_hl_c;
      reg  [8:0]   stick_border_hl_r;
      reg [31:0]   sber_logo_counter;  
    always @ (posedge btn_clk) begin
      x_store_reg       <= joystick_data_x   ;
      y_store_reg       <= joystick_data_y   ;
      accel_x_store_reg <= accel_data_x ;
      accel_y_store_reg <= accel_data_y ;
    end
    always @ ( posedge btn_clk ) begin
      if (accel_counter == 19'd10000) 
        accel_counter <= 0; 
      else 
        accel_counter <= accel_counter + 1'b1;
    end
    assign accel_overflow   = ( accel_counter  == 19'd10000   );
    always @ (posedge vga_clk or negedge arst_n) begin
    if ( !arst_n ) begin
      regime_store <= 2'b11;
    end
    else if ( change_regime && ( regime_store > 2'b00) ) begin
      regime_store <= regime_store - 1'b1;
    end
    else if (regime_store == 2'b00) 
      regime_store <= 2'b11;
    end
    assign change_regime      = js_button_f_d;
    assign demo_regime_status = regime_store;
    always @ (posedge btn_clk or negedge arst_n) begin
      if ( !arst_n ) begin
        stick_border_hl_c <= 320; 
        stick_border_hl_r <= 240;
      end 
      else begin
        if      (regime_store == 2'b11) begin   
          if      ( (!js_button_d) && accel_overflow && (stick_border_hl_c != 0  ) ) begin
            stick_border_hl_c <= stick_border_hl_c - 1; 
          end
          else if ( (!js_button_b) && accel_overflow && (stick_border_hl_c != 639) ) begin
            stick_border_hl_c <= stick_border_hl_c + 1; 
          end
          if      ( (!js_button_c) && accel_overflow && (stick_border_hl_r != 479) ) begin
            stick_border_hl_r <= stick_border_hl_r + 1; 
          end
          else if ( (!js_button_a) && accel_overflow && (stick_border_hl_r != 0  ) ) begin
            stick_border_hl_r <= stick_border_hl_r - 1; 
          end
        end
        else if (regime_store == 2'b10) begin   
          if ( ( accel_x_store_reg[15:8] == 8'b0000_0000 ) && accel_overflow && ( stick_border_hl_c != 0   ) ) begin
            stick_border_hl_c <= stick_border_hl_c - 1; 
          end
          if ( ( accel_x_store_reg[15:8] == 8'b1111_1111 ) && accel_overflow && ( stick_border_hl_c != 639 ) ) begin
            stick_border_hl_c <= stick_border_hl_c + 1; 
          end
          if ( ( accel_y_store_reg[15:8] == 8'b0000_0000 ) && accel_overflow && ( stick_border_hl_r != 479 ) ) begin
            stick_border_hl_r <= stick_border_hl_r + 1; 
          end
          if ( ( accel_y_store_reg[15:8] == 8'b1111_1111 ) && accel_overflow && ( stick_border_hl_r != 0   ) ) begin
            stick_border_hl_r <= stick_border_hl_r - 1; 
          end
        end
        else if (regime_store == 2'b01) begin   
          if      ( ( x_store_reg[11:4] > 8'hf0 ) && accel_overflow && ( stick_border_hl_c != 639 ) ) begin
            stick_border_hl_c <= stick_border_hl_c + 1; 
          end
          else if ( ( x_store_reg[11:4] < 8'h1f   ) && accel_overflow && ( stick_border_hl_c != 0   ) ) begin
            stick_border_hl_c <= stick_border_hl_c - 1; 
          end
          else begin
            stick_border_hl_c <= stick_border_hl_c; 
          end
          if      ( ( y_store_reg[11:4] > 8'hf0  ) && accel_overflow && ( stick_border_hl_r != 0   ) ) begin
            stick_border_hl_r <= stick_border_hl_r - 1; 
          end
          else if ( ( y_store_reg[11:4] < 8'h1f  ) && accel_overflow && ( stick_border_hl_r != 479 ) ) begin
            stick_border_hl_r <= stick_border_hl_r + 1; 
          end
          else begin
            stick_border_hl_r <= stick_border_hl_r; 
          end
        end
      end
    end
    always @ ( posedge vga_clk or negedge arst_n) begin 
      if      ( !arst_n )  
        sber_logo_counter <= 32'b0;
      else if ( sber_logo_counter < 32'd1_00000000 )
        sber_logo_counter <= sber_logo_counter + 1'b1;
    end 
    always @ (posedge vga_clk or negedge arst_n) begin
      if (!arst_n) begin
        indicator         <= 0;
        stick_active      <= 0;
      end 
      else if (sber_logo_counter < 32'd1_00000000) begin
        stick_active      <= (col >= 10'd256) & (col <= 10'd384) & (row >= 9'd176) & (row <= 9'd304);  
        indicator         <= 0;  
      end 
      else begin
        stick_active      <= (col >= stick_border_hl_c) & (col <= (stick_border_hl_c + stick_width)) & 
                             (row >= stick_border_hl_r) & (row <= (stick_border_hl_r + stick_height));  
        indicator         <= 1;      
      end
    end
    assign    red     = stick_active ? ( indicator ? 4'hf : rom_data[11:8]) : (SW[2] ? 4'h8 : 4'h0); 
    assign    green   = stick_active ? ( indicator ? 4'hf : rom_data[7:4] ) : (SW[1] ? 4'h8 : 4'h0);
    assign    blue    = stick_active ? ( indicator ? 4'hf : rom_data[3:0] ) : (SW[0] ? 4'h8 : 4'h0);
endmodule
==> flow/run.sh <==
#!/bin/bash
# OpenROAD 26Q1-2900-gdf79404cd8, Yosys 0.63+post, stock flow scripts
make -C /OpenROAD-flow-scripts/flow DESIGN_CONFIG=/design/flow/config.mk WORK_HOME=/design/flow/orfs finish
==> flow/config.mk <==
export PLATFORM = sky130hd
export DESIGN_NAME = demo
export DESIGN_NICKNAME = demo
export VERILOG_FILES = /design/flow/design.v
export SDC_FILE = /design/flow/constraint.sdc
export NUM_CORES = 4
export LEC_CHECK = 1
export CORE_UTILIZATION = 50
==> flow/constraint.sdc <==
current_design demo

set clk_period 4.5
set clk_io_pct 0.2

create_clock -name clk0 -period $clk_period [get_ports {btn_clk}]
create_clock -name clk1 -period $clk_period [get_ports {vga_clk}]

set non_clock_inputs [all_inputs -no_clocks]
set_input_delay [expr $clk_period * $clk_io_pct] -clock clk0 $non_clock_inputs
set_output_delay [expr $clk_period * $clk_io_pct] -clock clk0 [all_outputs]
==> impl_metrics.toml <==
# generated from flow reports
[global_routing]
grt_start_max_net_pins = 56
antenna_found_initial = 0
top_usage_layer = "met1"
grt_pass1_vias = 4372
grtUsageMet2_pct = 33.6
grt_util_all_layers_pct = 22.1
grt-ovfl-total = 0
met1_usage_pct = 34.3
grt_util_met3_pct = 4.83
grt_pass1_wl_um = 20300

[layout]
syn_to_final_growth_pct = 25.0
fillCellCount = 880
drive_above_1_share_pct = 7.57
largest_reg_flops = 32
fin_util_pct = 65.5
largest-register = "sber_logo_counter"
reg.largest.list = "sber_logo_counter: 32 flops, accel_counter: 19 flops, stick_border_hl_c: 10 flops"
stdcell_count = 840

[detailed_routing]
wl_per_cell_um = 14.3
detail_route.first_pass.iterations = 4
wl_um = 12000
drt_iter0_drc = 159
detail-route-antenna-nets = 0
vias = 4601
drc = 0
antenna_cells = 0
viasPerCell = 5.48

[logic_synthesis]
synth_top_flop_cell = "dfxtp_1"
syn_avg_cell_area_um2 = 9.65
most_common_cell = "dfxtp_1"
yosysChipArea_mm2 = 0.00581
yosys_cells = 602
synth_cell_types = 67
edf_count = 0
common_cells = "51 x dfxtp_1, 50 x ha_1, 50 x nor2_1"
ys_seq_share_pct = 41.5
area_leaders = "dfrtp_1 20%, dfxtp_1 18%, ha_1 11%"
synth_area_mm2 = 0.00581
async_reset_ff_share_pct = 51.9
ys_warn_count = 1
top_area_cell = "dfrtp_1"
ys_ff = 106
netlist.area_leader.share_pct = 20.3
syn_inst = 602

[clock_tree]
cts.reportedPaths.clkPinSlew_ps = 50
cts_tree = "yes"
clock-sinks = 106
hold_buffers = 0
cts_resized = 0
cts_setup_buffers = 0

[pwr]
seq_power_share_pct = 33.6
p_total_w = 0.00365
leakagePower_nw = 3.13
intPower_w = 0.00242
ir_drop_uv = 373
power.switching_w = 0.00123
power_frac_comb_pct = 36.4
powerDensity_mw_per_mm2 = 503
p_sw_share_pct = 33.8
clkPwrFrac_pct = 30.0

[floorplanning]
coreArea_mm2 = 0.0111
dieArea_mm2 = 0.0120
num_rows = 38
fp_util_pct = 52.4
die.size.x_um = 110
fp.dieH_um = 110
num_io_pins = 116

[timing]
skew_ps = 9.49
drv_slew = 0
tightestPinTransition_ps = 869
setup_viol = 0
setup-tns-final_ps = 0
rsz0062_at_grt = "no"
worst_slack_ps = 1590
finalHoldViolations = 0
relSlewSlack_pct = 41.5

[placement]
dp.cells = 816
place_ws_ps = 1540
place_hpwl_um = 9110
gp_congestion = 0.867
portBuffers = 86

[job]
cap_violations = 0
tool_warnings = 65

[worst_setup_path]
path_max_fanout = 1
arrival_ps = 2010
crit_required_ps = 3600
start_kind = "input port"
worst_setup_path_end_kind = "output pin"
worstSetupPathType = "in2out"

[hold_path]
worstHoldPathType = "reg2reg"

[status]
status = "finished, final reports clean"
-- path summary, 6_finish.rpt --
check,startpoint,end,slack [ps],cells after the start
max,rom_data[7],green[3],1590,4
min,sber_logo_counter[31],sber_logo_counter[31],380,0
min reg2reg,sber_logo_counter[31],sber_logo_counter[31],380,0
max in group asynchronous,arst_n,sber_logo_counter[11],3270,2
max in group clk1,sber_logo_counter[11],sber_logo_counter[23],1620,7
max reg2reg,sber_logo_counter[11],sber_logo_counter[23],1620,7
min in group clk0,accel_counter[0],accel_counter[0],460,1
min in group asynchronous,arst_n,stick_border_hl_r[0],690,2
-- worst max-delay path, stage by stage --
cell and delay (ps):
clkdlybuf4s50_1 460, nor2_1 40, a21oi_1 150, clkdlybuf4s50_1 470
-- stage by stage --
step	hold slack (ps)	instance area, um^2
6_report	375	7260
5_1_grt	391	7260
4_1_cts	380	7260
3_5_place_dp	366	6790
3_3_place_gp	370	6790
2_1_floorplan	430	5810
-- cell usage in the layout (no fill, tap or decap), types with 7 or more instances in the layout --
cell             netlist  routed
dfrtp_1               47      47
inv_1                 36      36
xor2_1                25      25
nor4_1                18      18
ha_1                  50      50
a21o_1                 8       8
xnor2_1               48      48
nor3_1                23      23
o21a_1                15      15
dfstp_2                8       8
nand3_1               25      25
a21oi_1               19      19
clkdlybuf4s50_1        0      85
and3_1                 7       7
nand2_1               34      34
or3_1                  8       8
clkbuf_16              0      14
o21ai_0               13      13
dfxtp_1               51      51
nand4_1               25      25
nor2_1                50      50
-- cell type report --
| class | count | area (um^2) | share of cell area, % |
|---|---|---|---|
| inverters | 38 | 143 | 1.97 |
| repair buffers | 90 | 886 | 12.2 |
| multi-input cells | 442 | 3170 | 43.7 |
| clock inverters | 7 | 100 | 1.38 |
| well taps | 140 | 175 | 2.41 |
| clock buffers | 17 | 372 | 5.12 |
| flip-flops and latches | 106 | 2410 | 33.2 |
-- power groups by stage --
stage	sequential (W)	clock [W]	combinational (W)
4_1_cts	0.00123	0.00112	0.00133
5_1_grt	0.00125	0.00116	0.00150
6_report	0.00123	0.00110	0.00133
-- cell families after synthesis --
kind of cell | after synthesis | share of synthesized area, %
AND-OR/OR-AND | 87 | 10.5
XOR/XNOR | 73 | 11.0
AND/OR/NAND/NOR | 222 | 20.6
adder cells (fa/ha/maj) | 50 | 10.8
flip-flops | 106 | 41.5
multiplexers | 10 | 1.83
buffers and inverters | 54 | 3.88
-- layer usage --
layer | vias up | routed length [um]
li1 | 2343 | -
met1 | 2140 | 5990
met2 | 103 | 5130
met3 | 15 | 729
met4 | 0 | 189
met5 | - | 0
Power is estimated from default activity; no workload was simulated.
